$ cat /design/flow/config.mk
export PLATFORM = sky130hd
export DESIGN_NAME = Mult6to1
export DESIGN_NICKNAME = Mult6to1
export VERILOG_FILES = /design/flow/design.v
export SDC_FILE = /design/flow/constraint.sdc
export NUM_CORES = 4
export LEC_CHECK = 1
export CORE_AREA = 10 10 101 101
export DIE_AREA = 0 0 111 111
$ cat /design/flow/constraint.sdc
current_design Mult6to1

set clk_period 10.1
set clk_io_pct 0.2

create_clock -name clk0 -period $clk_period

set non_clock_inputs [all_inputs -no_clocks]
set_input_delay [expr $clk_period * $clk_io_pct] -clock clk0 $non_clock_inputs
set_output_delay [expr $clk_period * $clk_io_pct] -clock clk0 [all_outputs]
$ cat /design/flow/design.v
`timescale 1ns / 1ps
module Mult6to1(In1, In2, In3, In4, In5, In6, Sel, Out);
    input [31:0] In1, In2, In3, In4, In5, In6;  
    input [3:0] Sel;  
    output logic [31:0] Out;  
    always_comb
        case (Sel)  
            0: Out <= In1; 
            1: Out <= In2; 
            2: Out <= In3;
            3: Out <= In4;
            4: Out <= In5;
            5: Out <= In6;
            default: Out <= In1; 
        endcase
endmodule
module Mult4to1(In1, In2, In3, In4, Sel, Out);
    input [31:0] In1, In2, In3, In4;  
    input [1:0] Sel;  
    output logic [31:0] Out;  
    always_comb
        case (Sel)  
            0: Out <= In1; 
            1: Out <= In2; 
            2: Out <= In3;
            default: Out <= In4; 
        endcase
endmodule
module Mult2to1(In1, In2, Sel, Out);
    input [31:0] In1, In2;  
    input Sel;  
    output logic [31:0] Out;  
    always_comb
        case (Sel)  
            0: Out <= In1;            
            default: Out <= In2; 
        endcase
endmodule
$ cat /design/flow/run.sh
#!/bin/bash
# OpenROAD 26Q1-2900-gdf79404cd8, Yosys 0.63+post, stock flow scripts
make -C /OpenROAD-flow-scripts/flow DESIGN_CONFIG=/design/flow/config.mk WORK_HOME=/design/flow/orfs finish
==> summary.txt <==
flow finished, numbers: crit path kind input port to output port, WP depth 7, FF+latch area 0 sq um, Slowest-stage cell, CP nor2b_1, CP endpoint kind output port, GR Overflow Total 0, Ys Warns 1, FP Core Util 23.6%, Tot Pwr 0.000176 W, min Tclk post-route between 6 and 7 ns, Seq share, synth 0%, Total GRT Usage about 17%, end point of the critical path Out[22], fmax 148 MHz, WHS approximately 4.9 ns, final setup vio count 0, Yosys cell types 24, Max-cap violations 0, total core area between 0.008 and 0.009 sq mm, via count 3,126, largest net degree at the start of global routing 71, PostCTS Resize Cnt 0, critical path launch point type input port, Post-Syn Instances 321, DIE HEIGHT 111 um, Leakage around 1.6 nW, WP data required 8.08 ns, via/cell ratio approximately 5, Die X ~110 um, most frequent CP cell nor2b_1, crit-path cells buf_2, buf_4, nor2b_1, nor2b_1, a221oi_1, a21oi_1, clkdlybuf4s50_1, Final Hold Vio Count 0, Power Density 41.8 mW/mm^2, layout cells sized above 1 7.12%, DR WL/cell ~19 um, Avg Cell Area, Syn 5.98 sq um, biggest area cells mux2_2 (14%), a21oi_1 (13%), a221oi_1 (11%), Combinational Area ~0.0016 sq mm, 1st-iter DRT viols 162, CTS Hold Bufs 0, drt drc 0, half-perimeter wire length after placement 9540 um, worst hold path class input port to output port, Worst Path Buf+Inv 3, peak supply drop 0.0251 mV, initial antenna violation count 1, post-synth top area cell mux2_2, YS chip area 0.00192 sq mm, Area Growth Syn to Fin 119%, RSZ-0062 raised after global routing false, run status complete, no violations, Rows 33, Fin Setup TNS 0 ns, routed wire length 11,700 um, Post-CTS Setup Inserts 0, Pre-antenna DRT Iters 5, fin crit share 66.9%, Die Area 0.0123 sq mm, area of the mapped netlist between 0.0015 and 0.002 sq mm, Worst Setup SP Sel[1], Post-synth top cells a21oi_1 (48), inv_1 (36), nor2_1 (35), final count of pins violating max slew 0, Crit Path Max Fanout 58, slew margin rel. 49.7%, IO Port Bufs roughly 230, ys cells between 300 and 400, first-pass GRT wire length 17,600 um, Filler cells 830, vias in the first global route 3,089, worst-margin pin slew between 0.7 and 0.8 ns, flip-flops 0, count leader, synth a21oi_1, Routed Antenna Nets 0, Clock Buffer Count 0, Area leader share 13.5%, crit path DAT about 4.7 ns, tool warnings 32, GPL Wtd Cong ~0.90, I/O pins around 230, slowest cell delay on critical path between 0.6 and 0.7 ns, CP delay by family, top simple AND/OR/NAND/NOR gates
==> kinds of logic (layout without fill, tap and decap cells) <==
kind of cell	count (synthesis)	after routing	synth area share, %
multiplexers	23	23	13.5
other	0	1	0
buffers and inverters	72	271	16.3
AND/OR/NAND/NOR	74	74	18.9
AND-OR/OR-AND	152	152	51.3
==> routing by layer <==
metal	vias up	wire (um)	share of wire [%]	GRT usage, %
li1	1564	-	-	-
met1	1386	5010	43	22.2
met2	174	5530	47	29.2
met3	2	1120	9.6	5.36
met4	0	21	0.18	1.04
met5	-	0	0	0
==> worst min-delay path, delay by kind of cell <==
kind / cells / cell delay [ns]
AND-OR/OR-AND: 1 / 0.05
buffers and inverters: 2 / 0.67
AND/OR/NAND/NOR: 1 / 0.12
==> cell type report <==
cell class / count / share of cell area, %
Multi-Input combinational cell: 249 / 38.4
Inverter: 36 / 3.21
Tap cell: 105 / 3.12
Timing Repair Buffer: 235 / 55.2
Antenna cell: 1 / 0.0595
==> how the worst min path moves through the flow <==
stage,from,endpoint,slack [ns],cells past startpoint
6_report,Sel[0],Out[4],4.91,4
5_1_grt,Sel[0],Out[4],4.95,4
4_1_cts,Sel[0],Out[4],4.91,4
==> per-stage QoR <==
step	area (sq um)	instances	setup slack [ns]	utilization [%]
2_1_floorplan	1920	321	5.04	-
3_3_place_gp	4200	625	3.46	51.7
3_5_place_dp	4200	625	3.35	51.7
4_1_cts	4200	625	3.35	51.7
5_1_grt	4210	626	3.11	51.7
6_report	4210	626	3.35	51.7
==> layout by cell type (no fill, tap or decap) <==
| cell | count |
|---|---|
| clkdlybuf4s50_1 | 225 |
| a21oi_1 | 48 |
| inv_1 | 36 |
| nor2_1 | 35 |
| o21ai_0 | 34 |
| mux2_2 | 23 |
| a221oi_1 | 23 |
| nor2b_1 | 18 |
| nand2b_1 | 9 |
| a31oi_1 | 9 |
| a21o_1 | 9 |
| a211oi_1 | 9 |
| buf_4 | 8 |
| nand2_1 | 7 |
| a211o_1 | 7 |
| a22o_1 | 6 |
| nor3_1 | 2 |
| a22oi_1 | 2 |
| a221o_1 | 2 |
| o32a_1 | 2 |
| buf_2 | 2 |
| diode_2 | 1 |
| a211oi_4 | 1 |
| nor2b_2 | 1 |
| or2_2 | 1 |
| nor3b_2 | 1 |
==> report_power, final <==
part / internal, W / total [W] / switching [W] / leakage (nW)
Sequential: 0 / 0 / 0 / 0
Clock: 0.0000000000133 / 0.0000000000133 / 0 / 0.00000634
Combinational: 0.000118 / 0.000176 / 0.0000575 / 1.64
Power and IR drop assume default switching activity.
